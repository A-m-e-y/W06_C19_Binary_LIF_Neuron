==> ./design.v <==
`timescale 1ns / 1ps
module binary_lif_neuron #(
    parameter POTENTIAL_WIDTH = 16,  
    parameter FRACTION_BITS = 8      
) (
    input wire clk,
    input wire reset,
    input wire I,                    
    input wire [FRACTION_BITS-1:0] lambda_val_scaled,  
    input wire [POTENTIAL_WIDTH-1:0] theta_val_scaled,   
    input wire [POTENTIAL_WIDTH-1:0] reset_val_scaled,   
    output reg S                      
);
    reg [POTENTIAL_WIDTH-1:0] P;
    initial begin
        P = 0;  
        S = 0;  
    end
    always @(posedge clk or posedge reset) begin
        if (reset) begin
            P <= 0;
            S <= 0;
        end else begin
            reg [POTENTIAL_WIDTH + FRACTION_BITS - 1:0] P_mul_result;
            reg [POTENTIAL_WIDTH-1:0] P_current_cycle_calc;  
            P_mul_result = P * lambda_val_scaled;
            P_current_cycle_calc = P_mul_result >>> FRACTION_BITS;
            P_current_cycle_calc = P_current_cycle_calc + (I ? (1 << FRACTION_BITS) : 0);
            if (P_current_cycle_calc >= theta_val_scaled) begin
                S <= 1;              
                P <= reset_val_scaled;  
            end else begin
                S <= 0;              
                P <= P_current_cycle_calc;  
            end
        end
    end
endmodule
==> ./run.sh <==
#!/bin/bash
# OpenROAD 26Q1-2900-gdf79404cd8, Yosys 0.63+post, stock flow scripts
make -C /OpenROAD-flow-scripts/flow DESIGN_CONFIG=/design/flow/config.mk WORK_HOME=/design/flow/orfs finish
==> ./config.mk <==
export PLATFORM = sky130hd
export DESIGN_NAME = binary_lif_neuron
export DESIGN_NICKNAME = binary_lif_neuron
export VERILOG_FILES = /design/flow/design.v
export SDC_FILE = /design/flow/constraint.sdc
export NUM_CORES = 4
export LEC_CHECK = 1
export CORE_UTILIZATION = 40
==> ./constraint.sdc <==
current_design binary_lif_neuron

set clk_period 9.9
set clk_io_pct 0.2

create_clock -name clk0 -period $clk_period [get_ports {clk}]

set non_clock_inputs [all_inputs -no_clocks]
set_input_delay [expr $clk_period * $clk_io_pct] -clock clk0 $non_clock_inputs
set_output_delay [expr $clk_period * $clk_io_pct] -clock clk0 [all_outputs]
==> CHANGELOG.md <==
## Implementation

- Setup Total Neg Slack: 0 ns
- Synth warn: 1
- Worst path slowest cell: clkdlybuf4s50_1
- Reg2Reg Depth: 30
- Cells after Synth: 590
- Min-Delay Path Class: flop to flop
- Max Cap Viol: 0
- Arrival time worst endpoint: 9.47 ns
- DR WL/cell: about 14 µm
- Final Hold Viols: 0
- Pre-Repair DR Iteration Count: 6
- Final worst slack: between 0.5 and 0.6 ns
- Yosys cell count: slightly below 600
- Die Size: 0.0135 mm²
- Clock skew: between 0.005 and 0.006 ns
- Slew margin rel.: between 50 and 60%
- Async S/R FF share, synth: 100%
- Num rows: 41
- Final Max Slew Viols: 0
- Yosys stat chip area: 0.00522 mm²
- CP Capture Type: flop
- Seq share, synth: 8.15%
- Vias after detailed routing: a little over 4000
- Detail-routed via count per cell: 5.00
- Worst setup path class: input pin to flop
- Clk pin slew, worst setup/hold paths: around 0.05 ns
- Post-route DRC: 0
- Maximum clock rate: 0.107 GHz
- FF-to-FF Start: P[1]
- Vias in the first global route: 4226
- Share of cells above drive strength 1: 6.64%
- Initial antenna violation count: 0
- Main flop type: dfrtp_1
- Die Y-Extent: about 120 µm
- P&R area growth vs syn: 14.5%
- Max clock buf depth: 2
- DRT Wirelength: 11.5 mm
- Dpl hpwl: 9.85 mm
- Largest area contributor in the netlist: fa_1
- Wire length of the first global-routing pass: 20.6 mm
- Part of the cycle the worst path needs: 94.4%
- Critical path required time: 10.02 ns
- Crit path from: lambda_val_scaled[7]
- Yosys top cell area share: 31.8%
- Final antenna-violating net count: 0
- H-tree levels: 1
- Overflow after GRT: 0
- Hold_buf cts: 0
- CP peak stage delay: 0.59 ns
- PortBufs: 43
- Tot GR Track Use: between 20 and 25%
- Ant diodes: 0
- Post-Place Worst Slack: approximately 0.17 ns
- Clock latency (worst-skew pair): between 0.2 and 0.3 ns
- Placer Congestion: 0.895
- Cell Count Post-Placement: approximately 800
- CTS tree: built
- Final setup violation count: 0
- Core area: 0.0127 mm²
- Status: completed
- Initial core utilization: between 40% and 50%
- I/O pin count: 44
- Top cells, area: fa_1, ha_1, and2_1
- Largest net degree at the start of global routing: 18
- Tightest Pin Transition: 0.657 ns
- Post-synth cell types: between 50 and 60
- Tool warnings: 25
- R2R setup slack: 2.30 ns
- Placed Area: 0.00586 mm²
- RSZ-0062 raised after global routing: no
- Crit path capture: P[4]
- CTS root buf: clkbuf_16
- Flops after synth: 17
- Final Non-Filler Cells: around 800
- TritonCTS Buffers: 3
- Final min period: 9.34 ns
- Startpoint Class: input pin
- Die Width: 116 µm
- Avg Inst Size Synth: 8.85 µm²
- CTS Sinks: 17
- FF-to-FF End: P[4]
- DR iter-0 viols: between 150 and 200
- Flip-flops with a built-in enable: 0
- Final instance area: 0.00598 mm²
- Syn Std Cell Area: about 0.0052 mm²
- CP Max Fanout: 7
-- state kept, by name, summed over array words and instances (netlist names) --
register	cells
P	16
S	1
-- area by class of cell --
| type | instances | area (µm²) |
|---|---|---|
| fill | 1251 | 6690 |
| multi-input combinational | 437 | 4280 |
| timing repair buffer | 55 | 531 |
| inverter | 120 | 450 |
| sequential | 17 | 425 |
| tap | 172 | 215 |
| clock buffer | 4 | 78.8 |
-- layout by cell type, fill, tap and decap left out, types with 13 or more instances in the layout --
cell type and count:
fa_1 83, clkdlybuf4s50_1 39, nand2_1 57, dfrtp_1 17, a21oi_1 20, and2_1 86, ha_1 59, inv_1 120
mux2_2 13, nor2_1 14
-- metal layers --
metal,vias to the layer above,wire length [µm],GRT usage [%]
li1,1943,-,-
met1,1959,5560,32.4
met2,122,5170,31.4
met3,4,761,4.07
met4,0,48,0.940
met5,-,0,0
-- cell families (layout without fill, tap and decap cells) --
logic type,count (synthesis),count (layout),synth area share [%]
multiplexers,16,16,3.57
flip-flops,17,17,8.15
buffers and inverters,136,179,10.2
AND-OR/OR-AND,65,65,8.65
AND/OR/NAND/NOR,193,193,20.0
adder cells (fa/ha/maj),142,142,46.0
XOR/XNOR,21,21,3.52
-- worst max-delay path: cells and delay by family --
kind | cells | cell delay (ns)
adders and majority gates | 8 | 3.05
xor gates and xnor gates | 2 | 0.33
muxes | 2 | 0.63
AOI/OAI and AO/OA | 10 | 1.71
and+or+nand+nor | 5 | 0.77
buffers and inverters | 5 | 0.98
-- synth_stat cells, drive strengths merged, types with 4 or more instances --
master and n:
nand3 4, mux2 15, ha 59, nand4 7, xor2 9, o21ai 10, nor2 14, nor3 6
and2 86, inv 120, nor4 4, a21oi 21, xnor2 12, dfrtp 17, a221oi 4, a21o 11
fa 83, nand2 58, clkbuf 12
-- how the worst min path moves through the flow --
stage | to | depth (start not counted) | slack, ns | startpoint
4_1_cts | P[15] | 6 | 1.40 | P[15]
6_report | P[15] | 6 | 1.38 | P[15]
5_1_grt | P[15] | 6 | 1.49 | P[15]
-- what timing repair did --
action / CTS / global route
gates resized: 0 / 6
endpoints found under the setup margin: 0 / 12
endpoints found under the hold margin: 0 / 0
buffers inserted: 0 / 3
-- stage by stage --
step	hold WS [ns]	utilization, %
final	1.38	47.2
after global routing	1.49	47.2
after CTS	1.40	46.8
after detailed placement	1.39	46.2
after global placement	1.40	46.2
after floorplan	1.16	-
